**flow/run.sh**
```bash
#!/bin/bash
# OpenROAD 26Q1-2900-gdf79404cd8, Yosys 0.63+post, stock flow scripts
make -C /OpenROAD-flow-scripts/flow DESIGN_CONFIG=/design/flow/config.mk WORK_HOME=/design/flow/orfs finish
```
**flow/config.mk**
```make
export PLATFORM = sky130hd
export DESIGN_NAME = hex2sev_segm
export DESIGN_NICKNAME = hex2sev_segm
export VERILOG_FILES = /design/flow/design.v
export SDC_FILE = /design/flow/constraint.sdc
export NUM_CORES = 4
export LEC_CHECK = 1
export CORE_AREA = 10 10 70 70
export DIE_AREA = 0 0 80 80
```
**flow/constraint.sdc**
```tcl
current_design hex2sev_segm

set clk_period 1.5
set clk_io_pct 0.2

create_clock -name clk0 -period $clk_period

set non_clock_inputs [all_inputs -no_clocks]
set_input_delay [expr $clk_period * $clk_io_pct] -clock clk0 $non_clock_inputs
set_output_delay [expr $clk_period * $clk_io_pct] -clock clk0 [all_outputs]
```
**flow/design.v**
```verilog
module hex2sev_segm (
    input   [3:0]   hex,
    output  [6:0]   segm
);
assign segm = (hex == 4'h0) ? 7'b1000000 :
              (hex == 4'h1) ? 7'b1111001 :
              (hex == 4'h2) ? 7'b0100100 :
              (hex == 4'h3) ? 7'b0110000 :
              (hex == 4'h4) ? 7'b0011001 :
              (hex == 4'h5) ? 7'b0010010 :
              (hex == 4'h6) ? 7'b0000010 :
              (hex == 4'h7) ? 7'b1111000 :
              (hex == 4'h8) ? 7'b0000000 :
              (hex == 4'h9) ? 7'b0010000 :
              (hex == 4'hA) ? 7'b0001000 :
              (hex == 4'hB) ? 7'b0000011 :
              (hex == 4'hC) ? 7'b1000110 :
              (hex == 4'hD) ? 7'b0100001 :
              (hex == 4'hE) ? 7'b0000110 :
                              7'b0001110;
endmodule
```
==> flow_summary.json <==
{
  "dr.pass1.iters": 2,
  "synthToLayoutAreaGrowth_pct": 130,
  "power_switching_w": 0.0000558,
  "clkPwrFrac": 0,
  "relSlewSlack": 0.864,
  "track_usage": 0.0284,
  "drt-initial-drc-count": 39,
  "final_cell_area_sq_um": 502,
  "overflow": 0,
  "netlist_instances": 34,
  "mostFrequentLayoutCells": "buf_4 (13), nand2_1 (5), buf_6 (4), buf_2 (4)",
  "cp_max_fo": 9,
  "dieArea_sq_mm": 0.00640,
  "grt_pass1_vias": 320,
  "crit_type": "in2out",
  "finalSetupViolCount": 0,
  "nFillCells": 394,
  "diodes": 0,
  "fp-utilization": 0.0637,
  "seq_area_sq_um": 0,
  "finalHoldViolations": 0,
  "rows": 21,
  "slew_viol_final": 0,
  "status": "completed",
  "die_width_microns": 80,
  "hold_class": "in2out",
  "worstMarginPinSlew_ns": 0.205,
  "drc_errors": 0,
  "io_buffers": 11,
  "ys_types": 20,
  "drtAntennaViolNets": 0,
  "routed_wl_microns": 943,
  "grt_antenna_before_repair": 0,
  "drv_cap": 0,
  "die_h_microns": 80,
  "p_seq_frac": 0,
  "placed_area_sq_um": 407,
  "vias": 323,
  "grt_start_max_net_pins": 10,
  "min_period_over_period": 0.943,
  "dp_hpwl_microns": 654,
  "grt_pass1_wl_mm": 1.49,
  "syn_avg_cell_area_sq_um": 6.40,
  "critical_path_arrival_ns": 1.11,
  "p_comb_frac": 1.000,
  "instances_no_fill": 102,
  "top_area_frac": 0.155,
  "routedWlPerCell_microns": 9.25,
  "routabilityCongestion": 0.699,
  "flops": 0,
  "fmax_ghz": 0.707,
  "ys_warn_count": 0,
  "cts-hold-fix-buffers": 0,
  "yosys_area_sq_um": 218,
  "synthesis.area_sq_um": 218,
  "swShare": 0.421,
  "area_leaders": "buf_6 (16%), nand2_1 (8.6%), nand2b_1 (8.6%)",
  "via_per_inst": 3.17,
  "ir_worst_vdd_mv": 0.0418,
  "startpoint_type": "primary input",
  "power_density_mw_per_mm2": 264,
  "critical_path.cell_chain": "buf_6, and3b_2, buf_4, a221o_1, clkbuf_2",
  "cellInternalPower_w": 0.0000767,
  "fp.coreArea_sq_mm": 0.00342,
  "clkbuf_count": 0,
  "synth_seq_share": 0,
  "drive_gt1_frac": 0.643,
  "rsz0062_at_grt": "no",
  "yosysTopAreaCell": "buf_6",
  "cp.required_ns": 1.20,
  "setup.worst_path.end_class": "output pin",
  "whs_ns": 0.961,
  "max_stage_delay_ns": 0.25,
  "p_leak_nw": 0.236,
  "cp_slowest_cell": "a221o_1",
  "dp_cells": 95,
  "p_total_w": 0.000132,
  "final_common_cell": "buf_4",
  "post-route-min-period_ns": 1.41,
  "io_pins": 11,
  "ys_cells": 34,
  "tool_warnings": 32
}
## routing by layer
metal	global-route usage	vias to the layer above	part of all wire
li1	-	167	-
met1	0.0349	149	0.43
met4	0	0	0
met3	0.0136	0	0.13
met5	0	-	0
met2	0.0465	7	0.43
## area by class of cell
class                      instances  area, sq um  area share
tap                               46         57.6       0.115
multi-input combinational         29          245       0.489
inverter                           1         3.75     0.00748
timing repair buffer              26          195       0.389
## logic make-up after synthesis
| group | after synthesis | share of synthesized area |
|---|---|---|
| xor gates and xnor gates | 1 | 0.0402 |
| AOI/OAI and AO/OA | 10 | 0.316 |
| and+or+nand+nor | 18 | 0.448 |
| buffers and inverters | 5 | 0.195 |
## through the flow
stage               setup WS [ns]  TNS, ns  utilization
floorplan                   0.325        0            -
detailed placement         -0.744    -4.72        0.119
finish                     0.0851        0        0.147
global placement           -0.718    -4.56        0.119
CTS                        0.0121        0        0.147
global route               0.0395        0        0.147
## Yosys cell counts
| master | number |
|---|---|
| buf_2 | 1 |
| a221o_1 | 1 |
| nand2b_1 | 3 |
| a31oi_1 | 1 |
| a21o_1 | 1 |
| nor2b_2 | 2 |
| inv_1 | 1 |
| nor2b_1 | 1 |
| and3b_2 | 1 |
| nand2_1 | 5 |
| o32ai_1 | 1 |
| o22ai_1 | 2 |
| a21oi_1 | 1 |
| o21ai_1 | 2 |
| nand3_1 | 2 |
| nor3_1 | 1 |
| a31o_1 | 1 |
| buf_6 | 3 |
| nor2_1 | 3 |
| xnor2_1 | 1 |
## power by group through the flow
stage         logic, W  registers [W]  clock network (W)
CTS           0.000132              0                  0
global route  0.000146              0                  0
finish        0.000132              0                  0
## final timing paths
kind              startpoint  endpoint  depth (start not counted)
setup / recovery      hex[2]   segm[1]                          5
hold / removal        hex[0]   segm[2]                          5
## worst max-delay path: cells and delay by family
family / cells / cell delay (ns)
AOI/OAI and AO/OA: 1 / 0.25
buffers and inverters: 3 / 0.35
and+or+nand+nor: 1 / 0.21
## timing repair
action                     in CTS  in global routing
setup endpoints to repair       7                  3
buffers inserted                7                  0
gates resized                  50                  5
pin swaps                       4                  3
Power figures rest on the tool's default switching activity, not on a simulated workload.
