==> flow/design.v <==
module counter
#(
	parameter   MODULUS = 10
)
(
    input   wire             clk,
    input   wire             rst,
    input   wire             incr,
    input   wire             set_data,
    input   wire [$clog2(MODULUS)-1:0] data,
    output  reg  [$clog2(MODULUS)-1:0] number
);
always @(posedge clk)
begin
    if (rst)
        number <= {$clog2(MODULUS){1'd0}};
    else if (set_data)
        number <= data;
    else if (incr)
        number <= (number == (MODULUS - 1)) ? {$clog2(MODULUS){1'd0}} : number + 1'd1;
end
endmodule
==> flow/run.sh <==
#!/bin/bash
# OpenROAD 26Q1-2900-gdf79404cd8, Yosys 0.63+post, stock flow scripts
make -C /OpenROAD-flow-scripts/flow DESIGN_CONFIG=/design/flow/config.mk WORK_HOME=/design/flow/orfs finish
==> flow/config.mk <==
export PLATFORM = sky130hd
export DESIGN_NAME = counter
export DESIGN_NICKNAME = counter
export VERILOG_FILES = /design/flow/design.v
export SDC_FILE = /design/flow/constraint.sdc
export NUM_CORES = 4
export LEC_CHECK = 1
export CORE_AREA = 10 10 70 70
export DIE_AREA = 0 0 80 80
==> flow/constraint.sdc <==
current_design counter

set clk_period 2.1
set clk_io_pct 0.2

create_clock -name clk0 -period $clk_period [get_ports {clk}]

set non_clock_inputs [all_inputs -no_clocks]
set_input_delay [expr $clk_period * $clk_io_pct] -clock clk0 $non_clock_inputs
set_output_delay [expr $clk_period * $clk_io_pct] -clock clk0 [all_outputs]
==> run_results.csv <==
group,metric,value,unit
status,status,"finished clean",
yosys,ys_types,17,
clock_network,numCtsBuffers,3,
timing,relSlewSlack,79.23,%
cells_and_area,final_common_cell,"clkdlybuf4s50_1",
global_routing,grt_usage,2.201,%
critical_path,setup.worst_path.start_class,"register",
power_and_ir_drop,ir_drop,0.3731,mV
cells_and_area,syn2layout_area_growth,78.14,%
placed_design,io_buffers,11,
cells_and_area,largest_register_ffs,4,
critical_path,path_cells,"clkdlybuf4s50_1",
cells_and_area,final_cell_area,407.9,um2
detailed_routing,first_pass_iters,2,
timing,fin_crit_sh,76.68,%
flow_run,maxCapViolCount,0,
yosys,ys_seq_share,34.97,%
placed_design,post-place-cells,81,
floorplan,boundaryPins,12,
detailed_routing,postRouteAntennaNets,0,
critical_path,cpMaxStageDelayCell,"clkdlybuf4s50_1",
critical_path,path_class,"register to primary output",
yosys,synthCells,25,
cells_and_area,fillers,411,
global_routing,grt_pass1_wl,1048,um
floorplan,fp.dieW,80,um
cells_and_area,top_regs,"number x4",
detailed_routing,wl,709,um
clock_network,cts_buffer_depth,2,
power_and_ir_drop,power_density,572.3,mW/mm2
detailed_routing,dr.first_iter.drc_count,4,
flow_run,warnings,25,
clock_network,cts_tree,"done",
cells_and_area,mostFrequentLayoutCells,"11 x clkdlybuf4s50_1, 4 x dfxtp_1, 3 x inv_1, 3 x clkbuf_4",
timing,setup_viol,0,
detailed_routing,antenna_cells,0,
floorplan,fp.dieH,80,um
hold_path,hold_class,"register to register",
timing,hold_viol,0,
floorplan,rows,21,
floorplan,fp_util,6.703,%
detailed_routing,drc,0,
timing,setup_tns,0,ps
timing,fin_crit,1610,ps
cells_and_area,layoutNonFillerInstCount,84,
placed_design,dpl-instance-area,385.4,um2
floorplan,dieArea,0.006400,mm2
cells_and_area,drive_above_1_share,10.53,%
detailed_routing,wl_per_cell,8.440,um
detailed_routing,viasPerCell,2.750,
timing,fin_hold_ws,595.8,ps
yosys,yosysWarnings,1,
timing,fmax,621.0,MHz
clock_network,clkTransAtPathRegs,40,ps
yosys,ys.flops,4,
global_routing,grt_overflow_total,0,
cells_and_area,top_register,"number",
critical_path,timing.critical_path.buf_inv,1,
timing,worst-slew-pin-transition,310.6,ps
yosys,yosys_area,229.0,um2
timing,rsz0062_at_grt,"false",
critical_path,cp_max_fo,7,
critical_path,critPathCaptureType,"primary output",
clock_network,cts.sink_count,4,
clock_network,clock_latency,240,ps
critical_path,crit_required,1680,ps
placed_design,globalplace.congestion,0.7432,
yosys,yosys-stat-cells,25,
clock_network,cts-root-buf,"clkbuf_4",
timing,worst_clock_skew,3.483,ps
floorplan,core_area,0.003416,mm2
timing,slew_viol_final,0,
timing,setup_slack,489.7,ps
critical_path,cp_top_family,"buffers and inverters",
detailed_routing,vias,231,
global_routing,grt_max_degree,9,
critical_path,worstPathArrival,1190,ps
global_routing,grt_pass1_vias,231,
power_and_ir_drop,static-leakage-power,0.1423,nW
yosys,syn_area_per_cell,9.159,um2
clock_network,post-cts-setup-buffers,0,
power_and_ir_drop,power,233.5,uW
yosys,synth_area,229.0,um2
critical_path,critical-path-max-stage-delay,530,ps
clock_network,htree_levels,1,
cells_and_area,final_util,11.94,%
clock_network,cts_resized,0,
placed_design,place_ws,349.9,ps
clock_network,cts_hold_buf,0,
global_routing,antenna_found_initial,0,
-- metal layers --
layer / global-route usage [%] / vias to the layer above / routed length (um)
li1: - / 118 / -
met1: 3.462 / 98 / 445
met2: 1.926 / 15 / 163
met3: 2.159 / 0 / 100
met4: 0 / 0 / 0
met5: 0 / - / 0
-- final timing paths --
path                               start  slack (ps)  cells after the start                     end
setup / recovery  number[1]$_SDFFE_PP0P_         490                      1               number[1]
hold / removal    number[3]$_SDFFE_PP0P_         600                      2  number[3]$_SDFFE_PP0P_
setup reg to reg  number[2]$_SDFFE_PP0P_         940                      3  number[3]$_SDFFE_PP0P_
hold reg to reg   number[3]$_SDFFE_PP0P_         600                      2  number[3]$_SDFFE_PP0P_
-- cells by family after synthesis --
logic type,after synthesis,share of synthesized area (%)
XOR/XNOR,2,7.652
AND/OR/NAND/NOR,5,11.47
multiplexers,3,13.66
flip-flops,4,34.97
buffers and inverters,4,9.835
AND-OR/OR-AND,7,22.41
-- cells in the mapped netlist, drive strengths merged --
cell type | instances | area, um2
a211o | 1 | 8.760
a221oi | 1 | 8.760
nand3 | 1 | 5.000
a211oi | 1 | 7.510
buf | 1 | 11.26
nand2 | 2 | 7.510
a21oi | 2 | 10.01
nor2 | 1 | 3.750
dfxtp | 4 | 80.08
mux2i | 2 | 20.02
or4b | 1 | 10.01
xnor2 | 1 | 8.760
xor2 | 1 | 8.760
o21a | 1 | 7.510
o32ai | 1 | 8.760
mux2 | 1 | 11.26
inv | 3 | 11.26
-- power breakdown --
part           internal, mW  switching, mW
Combinational        0.0321         0.0150
Sequential           0.0825        0.00828
Clock                0.0639         0.0316
Total                 0.179         0.0549
-- cell type report --
| class | instances | area [um2] | share of cell area [%] |
|---|---|---|---|
| Clock buffer | 3 | 22.52 | 5.521 |
| Inverter | 3 | 11.26 | 2.761 |
| Multi-Input combinational cell | 17 | 126.4 | 30.98 |
| Sequential cell | 4 | 80.08 | 19.63 |
| Tap cell | 46 | 57.56 | 14.11 |
| Timing Repair Buffer | 11 | 110.1 | 26.99 |
Power is estimated from default activity; no workload was simulated.
